==> flow/run.sh <==
#!/bin/bash
# OpenROAD 26Q1-2900-gdf79404cd8, Yosys 0.63+post, stock flow scripts
make -C /OpenROAD-flow-scripts/flow DESIGN_CONFIG=/design/flow/config.mk WORK_HOME=/design/flow/orfs finish
==> flow/config.mk <==
export PLATFORM = sky130hd
export DESIGN_NAME = SPI_data
export DESIGN_NICKNAME = SPI_data
export VERILOG_FILES = /design/flow/design.v
export SDC_FILE = /design/flow/constraint.sdc
export NUM_CORES = 4
export LEC_CHECK = 1
export CORE_AREA = 10 10 111 111
export DIE_AREA = 0 0 121 121
==> flow/constraint.sdc <==
current_design SPI_data

set clk_period 3.2
set clk_io_pct 0.2

create_clock -name clk0 -period $clk_period [get_ports {clk}]

set non_clock_inputs [all_inputs -no_clocks]
set_input_delay [expr $clk_period * $clk_io_pct] -clock clk0 $non_clock_inputs
set_output_delay [expr $clk_period * $clk_io_pct] -clock clk0 [all_outputs]
==> flow/design.v <==
`timescale 1ns / 1ps
module SPI_data(
    input                               clk                        , 
    input                               rst_n                      , 
    input                               busy                       , 
    input                               busy_reg                   , 
    input                               finished                   , 
    output reg                          start                      , 
    output               [  63: 0]      data_out                   , 
    output               [   2: 0]      bite_num                     
    );
    localparam                          REG                         = 8'h03 ; 
    reg                [  15: 0]        wait_cnt                    ;
    reg                                 en                          ; 
    wire               [  63: 0]        data_reg[0:REG-1]           ; 
    wire               [   2: 0]        bite_num_reg[0:REG-1]       ; 
    reg                [  15: 0]        data_cnt                    ; 
    assign                              data_out                    = data_reg[data_cnt]; 
    assign                              bite_num                    = bite_num_reg[data_cnt]; 
    always@(posedge clk or negedge rst_n) begin
        if (!rst_n) begin
            wait_cnt <= 16'd0;
        end
        else if (wait_cnt < 16'd1000) begin
            wait_cnt <= wait_cnt + 1'b1;
        end
        else begin
            wait_cnt <= wait_cnt;
        end
    end
    always@(posedge clk or negedge rst_n) begin
        if (!rst_n) begin
            start <= 1'b0;
        end
        else if (wait_cnt == 16'd49) begin
            start <= 1'b1;
        end
        else if (finished && en) begin
            start <= 1'b1;
        end
        else begin
            start <= 1'b0;
        end
    end
    always@(posedge clk or negedge rst_n) begin
        if (!rst_n) begin
            data_cnt <= 16'd0;
        end
        else if (!start && finished) begin
            data_cnt <= data_cnt + 1'b1;
        end
        else begin
            data_cnt <= data_cnt;
        end
    end
    always@(posedge clk or negedge rst_n) begin
        if (!rst_n) begin
            en <= 1'b1;
        end
        else if (data_cnt == REG - 1) begin
            en <= 1'b0;
        end
        else begin
            en <= en;
        end
    end
    assign                              data_reg[0]                 = 16'h05A2;
    assign                              bite_num_reg[0]             = 3'd2;
    assign                              data_reg[1]                 = 16'h8200;
    assign                              bite_num_reg[1]             = 3'd2;
endmodule
==> tab_implementation.tex <==
% Synthesis and place-and-route results
\begin{tabular}{lr}
\hline
Metric & Value \\
\hline
\multicolumn{2}{l}{\textbf{Clocking}} \\
Clock root buffer & sky130\_fd\_sc\_hd\_\_clkbuf\_8 \\
Post-cts repair resize count & 0 \\
Number of clock sinks & 34 \\
Clock buffer count from CTS & 5 \\
Hold\_buf cts & 0 \\
CTS tree & done \\
CTS H-tree depth & 2 \\
Clock buffer depth & 2 \\
Skew-Pair Late Insertion Delay & 280 ps \\
Clk pin slew, worst setup/hold paths & 60 ps \\
Setup fix buffers added after clock tree synthesis & 0 \\
\multicolumn{2}{l}{\textbf{Detailed routing}} \\
Via-to-Cell Ratio & 3.30 \\
Total antenna diodes in the routed design & 0 \\
Wire per inst & 9.69 µm \\
Post-DRT Antenna Nets & 0 \\
DRC violation count after routing & 0 \\
Wire length after detailed routing & 3.32 mm \\
Via Count & 1132 \\
Number of iterations in the first detailed-routing pass & 4 \\
DRC violation total after the first TritonRoute iteration & 69 \\
\multicolumn{2}{l}{\textbf{Power and ir drop}} \\
Power density relative to cell area & 499 nW/µm² \\
Largest voltage drop on the vdd net & 0.000188 V \\
Leakage power & 1.05 nW \\
\multicolumn{2}{l}{\textbf{Logic synthesis}} \\
Largest cells by area after synthesis & sky130\_fd\_sc\_hd\_\_dfrtp\_1, sky130\_fd\_sc\_hd\_\_buf\_4, sky130\_fd\_sc\_hd\_\_xnor2\_1 \\
Simple-gate share of the synthesized area & 17.1\% \\
Mapped Area & 2090 µm² \\
Number of standard cells reported by yosys & 205 \\
Cell types with the highest counts after synthesis & sky130\_fd\_sc\_hd\_\_buf\_4, sky130\_fd\_sc\_hd\_\_dfrtp\_1, sky130\_fd\_sc\_hd\_\_xnor2\_1, sky130\_fd\_sc\_hd\_\_nand2\_1, sky130\_fd\_sc\_hd\_\_nor2\_1 \\
Unique masters post-synth & 35 \\
FF+latch count, synth & 34 \\
Cell with the most instances after synthesis & sky130\_fd\_sc\_hd\_\_buf\_4 \\
Seq share, synth & 40.8\% \\
Largest non-sequential cell family by area & buffers and inverters \\
Most frequently used flop master after synthesis & sky130\_fd\_sc\_hd\_\_dfrtp\_1 \\
Post-Synthesis Cells & 205 \\
Mux cell area share after synthesis & 1.02\% \\
Parity-gate share of the synthesized area counting xor and xnor cells & 9.22\% \\
Top-area cell type share of the netlist area & 39.5\% \\
Number of enable flip-flop cells & 0 \\
Area fraction in full adders, half adders and majority gates & 2.99\% \\
Yosys warning total & 68 \\
Area of the synthesized netlist per yosys stat & 2090 µm² \\
And-or/or-and share of the synthesized area & 2.46\% \\
Async set or reset register ratio after synthesis & 100\% \\
Mean instance size in the synthesized netlist & 10.2 µm² \\
Cell taking the most area after synthesis & sky130\_fd\_sc\_hd\_\_dfrtp\_1 \\
\multicolumn{2}{l}{\textbf{Worst hold path}} \\
Tightest Hold Check Type & register to register \\
\multicolumn{2}{l}{\textbf{Global routing}} \\
Global-route usage over all layers & 4.44\% \\
Vias in the first global route & 1179 \\
Wire length of the first global-routing pass & 5.52 mm \\
Pin count of the biggest net entering global routing & 35 \\
Number of antenna violations at the first check in global routing & 0 \\
Aggregate global routing overflow & 0 \\
\multicolumn{2}{l}{\textbf{STA}} \\
Total setup violations reported at the end of the flow & 0 \\
PnR worst setup slack & 944 ps \\
Upper clock frequency limit & 0.443 GHz \\
Final hold violation count & 0 \\
Min cycle time layout & 2260 ps \\
Worst-case clock skew & 7.94 ps \\
Final slew viol count & 0 \\
Setup repair after global routing missed its margin & false \\
Final-layout setup total negative slack & 0 ps \\
Crit share post-route & 70.5\% \\
\multicolumn{2}{l}{\textbf{Status}} \\
Outcome & finished, final reports clean \\
\multicolumn{2}{l}{\textbf{Setup path}} \\
Kind of cell adding the most delay to the critical path & buffers and inverters \\
Worst path cell trace & inv\_1, ha\_1, inv\_1, clkdlybuf4s50\_1 \\
Crit path buffers/inverters & 3 \\
Largest fanout on the critical path & 5 \\
Library cell appearing most often on the critical path & sky130\_fd\_sc\_hd\_\_inv\_1 \\
Type of destination of the critical path & output port \\
Biggest cell delay along the critical path & 490 ps \\
Kind of start point of the critical path & register \\
Critical path data arrival time & 1620 ps \\
Required @ worst endpoint & 2560 ps \\
Cell with the largest stage delay on the worst path & sky130\_fd\_sc\_hd\_\_clkdlybuf4s50\_1 \\
Type of the worst setup path & register to output port \\
\multicolumn{2}{l}{\textbf{Flow run}} \\
Tally of max-capacitance violations & 0 \\
Count of tool warnings & 30 \\
\multicolumn{2}{l}{\textbf{Cells and area}} \\
Area growth syn-to-layout & 2.58\% \\
Layout cell share with drive strength beyond 1 & 8.10\% \\
Final Util & 21.7\% \\
Final standard cell area without fillers & 2140 µm² \\
\multicolumn{2}{l}{\textbf{Place}} \\
Cell Area, Placed & 2060 µm² \\
GP Congestion & 0.841 \\
HPWL after detailed placement & 2.58 mm \\
Placement Setup Slack & 1060 ps \\
Count of buffers from port buffering & 10 \\
\multicolumn{2}{l}{\textbf{Floorplanning}} \\
Die X-Extent & 121 µm \\
Io pins & 73 \\
Number of cell rows & 36 \\
Area of the die & 14600 µm² \\
Core utilization before placement & 21.2\% \\
Die height & 121 µm \\
Core area & 9860 µm² \\
\hline
\end{tabular}
==> registers in the layout (all words and copies together), names as in the netlist <==
register	cells
start	1
wait_cnt	16
en	1
data_cnt	16
==> worst paths after layout <==
check | endpoint | cells past startpoint | from | slack [ps]
hold reg to reg | wait_cnt[10] | 0 | wait_cnt[10] | 380
max in group asynchronous | en | 2 | rst_n | 2100
hold / removal | wait_cnt[10] | 0 | wait_cnt[10] | 380
setup / recovery | data_out[1] | 4 | data_cnt[1] | 940
setup reg to reg | data_cnt[14] | 5 | data_cnt[1] | 1650
min in group asynchronous | start | 2 | rst_n | 770
==> cells by family (layout without fill, tap and decap cells) <==
kind of cell               Yosys count  after routing
buffers and inverters               79             26
and+or+nand+nor                     55             55
DFF                                 34             34
xor gates and xnor gates            22             22
AOI/OAI and AO/OA                    6              6
adders and majority gates            5              5
other                                2             60
muxes                                2              2
==> cell usage in the layout, fill, tap and decap left out, types with 2 or more instances in the layout <==
cell type | Yosys | routed
sky130_fd_sc_hd__ha_1 | 5 | 5
sky130_fd_sc_hd__nor3_1 | 4 | 4
sky130_fd_sc_hd__nand4_1 | 6 | 6
sky130_fd_sc_hd__xnor2_1 | 14 | 14
sky130_fd_sc_hd__nor2_1 | 9 | 9
sky130_fd_sc_hd__clkbuf_8 | 0 | 5
sky130_fd_sc_hd__and2_1 | 2 | 2
sky130_fd_sc_hd__inv_1 | 7 | 7
sky130_fd_sc_hd__conb_1 | 2 | 60
sky130_fd_sc_hd__nand2_1 | 13 | 13
sky130_fd_sc_hd__dfrtp_1 | 33 | 33
sky130_fd_sc_hd__xor2_1 | 8 | 8
sky130_fd_sc_hd__nand3_1 | 6 | 6
sky130_fd_sc_hd__nor4_1 | 3 | 3
sky130_fd_sc_hd__clkbuf_1 | 6 | 3
sky130_fd_sc_hd__nor4_2 | 2 | 2
sky130_fd_sc_hd__clkdlybuf4s50_1 | 0 | 10
==> layout make-up <==
type,instances,area (µm²)
Clock buffer,8,80.1
Fill cell,1039,7720
Inverter,7,26.3
Multi-Input combinational cell,150,911
Sequential cell,34,852
Tap cell,133,166
Timing Repair Buffer,11,108
==> routing by layer <==
metal / vias to the layer above / wire [µm] / part of all wire (%) / global-route usage, %
met4: 0 / 75 / 2.3 / 0.905
met2: 36 / 1590 / 48 / 7.28
met1: 536 / 1530 / 46 / 5.86
met3: 8 / 132 / 4.0 / 1.04
met5: - / 0 / 0 / 0
li1: 552 / - / - / -
==> metrics by stage <==
stage               power, mW  std cells  hold slack [ps]
global route             1.14        343              385
global placement        0.790        335              367
detailed placement      0.793        335              366
floorplan               0.745        263              344
CTS                      1.09        343              382
finish                   1.07        343              380
==> report_power, final <==
group          switching, mW  leakage, nW  internal, mW
Combinational          0.103        0.569         0.131
Sequential            0.0677        0.443         0.476
Clock                  0.136       0.0395         0.154
Total                  0.307         1.05         0.762
Power figures rest on the tool's default switching activity, not on a simulated workload.
