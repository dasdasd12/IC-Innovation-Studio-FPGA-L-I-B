`config.mk`:
```
export PLATFORM = sky130hd
export DESIGN_NAME = SPI
export DESIGN_NICKNAME = SPI
export VERILOG_FILES = /design/flow/design.v
export SDC_FILE = /design/flow/constraint.sdc
export NUM_CORES = 4
export LEC_CHECK = 1
export CORE_UTILIZATION = 40
```
`constraint.sdc`:
```
current_design SPI

set clk_period 3.8
set clk_io_pct 0.2

create_clock -name clk0 -period $clk_period [get_ports {clk}]

set non_clock_inputs [all_inputs -no_clocks]
set_input_delay [expr $clk_period * $clk_io_pct] -clock clk0 $non_clock_inputs
set_output_delay [expr $clk_period * $clk_io_pct] -clock clk0 [all_outputs]
```
`run.sh`:
```
#!/bin/bash
# OpenROAD 26Q1-2900-gdf79404cd8, Yosys 0.63+post, stock flow scripts
make -C /OpenROAD-flow-scripts/flow DESIGN_CONFIG=/design/flow/config.mk WORK_HOME=/design/flow/orfs finish
```
`design.v`:
```
module SPI #(
    parameter                           DATA_WIDTH                  = 10                   , 
    parameter                           MODE                        = 2'b00                , 
    parameter                           CLK_FRE                     = 50_000_000           , 
    parameter                           SPI_FRE                     = 1_000_000            , 
    parameter                           LSB_FIRST                   = 1'b0                                       
)(
    input                               clk                        , 
    input                               rst_n                      , 
    input                               start                      , 
    output reg                          busy                       , 
    output reg                          finished                   , 
    input        [DATA_WIDTH-1: 0]      data_in                    , 
    output reg   [DATA_WIDTH-1: 0]      data_out                   , 
    output                              sck                        , 
    input                               miso                       , 
    output reg                          mosi                       , 
    output                              cs                           
    );
    localparam                          CNT_WIDTH     = $clog2(DATA_WIDTH*2-1) ; 
    localparam                          SPI_CLK_DIV   = CLK_FRE/SPI_FRE/2      ; 
    localparam                          MODE00        = 2'b00;             
    localparam                          MODE01        = 2'b01;             
    localparam                          MODE10        = 2'b10;             
    localparam                          MODE11        = 2'b11;        
    localparam                          IDLE          = 2'b00;             
    localparam                          ACTIVE        = 2'b01;             
    reg [   2: 0]           state     ;                 
    reg                     sck_reg   ;
    reg [CNT_WIDTH-1: 0]    data_cnt    ;              
    reg [CNT_WIDTH-1: 0]    data_cnt_o  ;
    reg [CNT_WIDTH-1: 0]    data_cnt_i  ;    
    reg                     oi_flag     ;        
    reg [DATA_WIDTH-1: 0]   data_out_reg;
    assign sck  =  sck_reg              ;
    assign cs   =  ~busy                ;
    reg [DATA_WIDTH-1: 0]   data_in_reg ;
    always @(posedge clk or negedge rst_n) begin
        if (!rst_n) begin
            data_in_reg <= {DATA_WIDTH{1'b0}}; 
        end
        else if (start) begin
            data_in_reg <= data_in;            
        end
    end
    reg         spi_clkx2;
    reg [15:0]   clk_div_cnt;
    always @(posedge clk or negedge rst_n) begin
        if (!rst_n) begin
            clk_div_cnt <= 16'b0;
            spi_clkx2 <= 1'b0;
        end
        else if (clk_div_cnt == SPI_CLK_DIV - 1) begin
            clk_div_cnt <= 16'b0;
            spi_clkx2 <= ~spi_clkx2;
        end
        else begin
            clk_div_cnt <= clk_div_cnt + 1'b1;
        end
    end
    always @(posedge clk or negedge rst_n) begin
        if (!rst_n) begin
            busy <= 1'b0;
        end
        else if (start) begin
            busy <= 1'b1;                                            
        end
        else if (data_cnt == DATA_WIDTH*2 - 1) begin
            busy <= 1'b0;                                            
        end
    end
    always @(posedge clk or negedge rst_n) begin
        if (!rst_n) begin
            finished <= 1'b0;                                        
        end
        else if (data_cnt == DATA_WIDTH*2-1) begin
            finished <= 1'b1;                                        
        end
        else begin
            finished <= 1'b0;                                        
        end
    end
    always @(posedge spi_clkx2 or negedge rst_n) begin
        if (!rst_n) begin
            data_cnt <= 'b0;                            
            oi_flag  <= 1'b1;                           
            data_cnt_i <= 'b0;                          
            data_cnt_o <= 'b0;                          
        end
        else if (state == ACTIVE) begin                
            data_cnt <= data_cnt + 1'b1;                
            oi_flag  <= ~oi_flag;                       
            if (oi_flag == 1'b1)
                data_cnt_o <= data_cnt_o + 1'b1;        
            else
                data_cnt_i <= data_cnt_i + 1'b1;        
        end
        else begin
            data_cnt <= 'b0;                            
            oi_flag  <= 1'b1;                           
            data_cnt_i <= 'b0;                          
            data_cnt_o <= 'b0;                          
        end
    end
    always @(posedge spi_clkx2 or negedge rst_n) begin
        if (!rst_n) begin
            state <= IDLE;                                        
        end
        else begin
            case (state)
                IDLE: begin
                    if (busy) begin
                        state <= ACTIVE;                      
                    end
                end
                ACTIVE: begin
                    if(data_cnt == DATA_WIDTH*2 - 1) begin
                        state <= IDLE;
                    end
                end
            endcase
        end
    end
    always @(posedge spi_clkx2 or negedge rst_n) begin
        if (!rst_n) begin
            sck_reg  <= MODE[1];
            data_out_reg <= {DATA_WIDTH{1'b0}};                     
            mosi <= 1'b1;
        end
        else if(state == ACTIVE) begin
            sck_reg  <= ~sck_reg;
            case(MODE)
                MODE00,MODE10: begin
                    if(!LSB_FIRST) begin
                        data_out_reg[DATA_WIDTH-1-data_cnt_o] <= miso; 
                        mosi <= data_in_reg[DATA_WIDTH-1-data_cnt_i]; 
                    end
                    else if(LSB_FIRST) begin
                        data_out_reg[data_cnt_o] <= miso; 
                        mosi <= data_in_reg[data_cnt_i]; 
                    end
                end
                MODE01,MODE11: begin
                    if(!LSB_FIRST) begin
                        data_out_reg[DATA_WIDTH-1-data_cnt_i] <= miso; 
                        mosi <= data_in_reg[DATA_WIDTH-1-data_cnt_o]; 
                    end
                    else if(LSB_FIRST) begin
                        data_out_reg[data_cnt_i] <= miso; 
                        mosi <= data_in_reg[data_cnt_o]; 
                    end
                end
            endcase
        end
        else begin  
            sck_reg  <= MODE[1];
            data_out_reg <= {DATA_WIDTH{1'b0}};                   
            mosi <= 1'b1;
        end
    end
    always @(posedge clk or negedge rst_n) begin
        if (!rst_n) begin
            data_out <= {DATA_WIDTH{1'b0}};                           
        end
        else if (finished) begin
            data_out <= data_out_reg; 
        end
    end
endmodule
```
==> metrics.log <==
[report] implementation figures
[metrics] max-slew violation total from the final report: 0
[metrics] final count of negative-setup-slack endpoints: 0
[metrics] yosys stat area: 3490 sq um
[metrics] Critical Path Sink Type: output pin
[metrics] die outline area: 9090 sq um
[metrics] number of cells in Yosys stat: 316
[metrics] Reg-to-Reg Start: clk_div_cnt[0]
[metrics] achievable clock frequency: 446 MHz
[metrics] data arrival at the endpoint of the critical path: 1480 ps
[metrics] end of the worst register-to-register path: clk_div_cnt[14]
[metrics] CP Launch Type: flip-flop
[metrics] class of the worst hold path: in2async
[metrics] ratio of routed vias to standard cells: 5.13
[metrics] placed cells: 442
[metrics] worst-skew pair later-pin latency: 290 ps
[metrics] number of CTS-inserted buffers: 5
[metrics] leakage dissipation: 1.85 nW
[metrics] sequential share of the synthesized area: 0.496
[metrics] flip-flop count of the largest register, all copies and words added: 20
[metrics] number of unconstrained endpoints: 33
[metrics] worst reg-to-reg path cell count: 6
[metrics] top cells by count: 66 x sky130_fd_sc_hd__dfrtp_1, 28 x sky130_fd_sc_hd__nor2_1, 27 x sky130_fd_sc_hd__nand2_1
[metrics] count of synthesis-stage warnings from yosys: 1
[metrics] proportion of synthesized flip-flops having asynchronous set or reset: 1.00
[metrics] Top cells by area: sky130_fd_sc_hd__dfrtp_1 47%, sky130_fd_sc_hd__ha_1 7.2%, sky130_fd_sc_hd__mux2_2 6.5%
[metrics] relative slew slack: 0.486
[metrics] number of storage elements in the synthesis netlist: 69
[metrics] setup tns final: 0 ps
[metrics] proportion of netlist area held by the largest area contributor: 0.474
[metrics] total wirelength of the detailed-routed design: 5860 microns
[metrics] worst setup path startpoint: finished
[metrics] most frequent cell after synthesis: sky130_fd_sc_hd__dfrtp_1
[metrics] row count: 33
[metrics] antenna violations before repair: 0
[metrics] Ports: 29
[metrics] ratio of final minimum period to clock period: 0.589
[metrics] vias in the first global route: 2316
[metrics] count of TritonRoute iterations in the first routing pass: 4
[metrics] run status: finished, final reports clean
[metrics] number of maximum-capacitance constraint violations: 0
[metrics] setup repair after global routing missed its margin: false
[metrics] synthesized area per cell: 11.0 sq um
[metrics] fp_density: 0.418
[metrics] number of cells in the finished layout apart from fillers: 450
[metrics] total number of warnings across the stage logs: 31
[metrics] DP Worst Slack: 1760 ps
[metrics] number of hold-slack violations in the final timing report: 0
[metrics] top cell family by delay on the critical path: flip-flops
[metrics] largest driver fanout on the critical path: 11
[metrics] wire length of the first global-routing pass: 10600 microns
[metrics] cell chosen for the clock root: sky130_fd_sc_hd__clkbuf_8
[metrics] count of instances resized after the clock tree is built: 0
[metrics] GRT Residual Overflow: 0
[metrics] clock tree from TritonCTS: yes
[metrics] total setup buffers inserted after CTS: 0
[metrics] port bufs: 28
[metrics] total global routing track utilization: 0.152
[metrics] detailed-route via count: 2308
[metrics] last weighted congestion value of the routability-driven placer: 0.807
[metrics] die outline width: 95.4 microns
[metrics] register pins left without a clock: 30
[metrics] slew at the pin with the worst max-slew slack: 771 ps
[metrics] slack of the worst reg-to-reg path: 2250 ps
[metrics] longest individual stage delay on the worst path: 640 ps
[metrics] cell with the largest stage delay on the worst path: sky130_fd_sc_hd__dfrtp_1
[metrics] Most used DFF post-synth: sky130_fd_sc_hd__dfrtp_1
[metrics] synth-to-layout area growth: 14.6%
[metrics] CP required: 3040 ps
[metrics] EDFF count, synth: 0
[metrics] maximum VDD drop: 0.000214 V
[metrics] Residual DRC: 0
[metrics] height of the die: 95.4 microns
[metrics] worst-case clock buffer depth: 2
[metrics] PnR Total Power: 0.844 mW
[metrics] number of H-tree levels: 2
[metrics] clock slew at reported path FFs: 80 ps
[metrics] power density of the placed cells: 211 nW/um^2
[metrics] Floorplan Core Area: 8340 sq um
[metrics] smallest setup slack after layout: 1560 ps
[metrics] cell type contributing the most total cell area after synthesis: sky130_fd_sc_hd__dfrtp_1
[metrics] Gate Count Post-Synth: 316
[metrics] WS Path Type: reg2out
[metrics] distinct cell type count of the synthesized netlist: 44
[metrics] total buffers and inverters traversed by the critical path: 1
[metrics] number of violations reported at the end of detailed-routing iteration 0: 83
[metrics] post-cts hold buffer count: 0
[metrics] half-perimeter wire length of the detailed placement result: 4290 microns
[metrics] worst setup skew after layout: 6.40 ps
[metrics] Wirelength per Cell: 13.0 microns
[metrics] remaining number of nets flagged by the antenna check after routing: 0
[metrics] share of post-route cells with drive strength above 1: 0.113
[metrics] Util after Layout: 0.479
[metrics] pin count of the biggest net entering global routing: 43
[metrics] clock period minus worst slack: 2240 ps
[metrics] cells along the critical path: clkdlybuf4s50_1
[metrics] count of antenna diodes in the layout: 0
[metrics] combined area of all synthesized cells: 3490 sq um
## where the power goes
part	switching, mW	internal [mW]
registers	0.00539	0.425
logic	0.0219	0.0247
clock network	0.151	0.216
total	0.179	0.666
## final cells by class
class | instances | area [sq um]
clock buffer | 6 | 82.6
clock inverter | 2 | 38.8
fill | 768 | 4340
inverter | 14 | 52.6
multi-input combinational | 223 | 1660
sequential | 69 | 1730
tap | 105 | 131
timing repair buffer | 31 | 298
## cells in the final DEF (no fill, tap or decap), types with 9 or more instances in the layout
cell | Yosys | final
sky130_fd_sc_hd__xor2_1 | 15 | 15
sky130_fd_sc_hd__nand2_1 | 27 | 27
sky130_fd_sc_hd__nor2_1 | 28 | 28
sky130_fd_sc_hd__mux2_2 | 20 | 20
sky130_fd_sc_hd__clkdlybuf4s50_1 | 0 | 27
sky130_fd_sc_hd__nand4_1 | 9 | 9
sky130_fd_sc_hd__ha_1 | 20 | 20
sky130_fd_sc_hd__dfrtp_1 | 66 | 66
sky130_fd_sc_hd__nand3_1 | 17 | 17
sky130_fd_sc_hd__inv_1 | 13 | 13
sky130_fd_sc_hd__xnor2_1 | 13 | 13
sky130_fd_sc_hd__mux2i_1 | 17 | 17
## routing by layer
metal | global-route usage | share of wire | vias to the layer above | wire length (microns)
met1 | 0.248 | 0.52 | 1120 | 3040
met2 | 0.236 | 0.46 | 23 | 2670
met4 | 0.0164 | 0.0065 | 0 | 38
met5 | 0 | 0 | - | 0
met3 | 0.0154 | 0.019 | 4 | 114
li1 | - | - | 1161 | -
## worst register-to-register path, cell delays in order (launching register included)
cell	delay, ps
sky130_fd_sc_hd__dfrtp_1	400
sky130_fd_sc_hd__ha_1	220
sky130_fd_sc_hd__nand2_1	70
sky130_fd_sc_hd__nor2_1	250
sky130_fd_sc_hd__and4_1	250
sky130_fd_sc_hd__nand4_1	110
sky130_fd_sc_hd__xnor2_1	140
## through the flow
step | instance area (sq um) | hold WS (ps)
6_report | 4000 | 282
5_1_grt | 4000 | 269
4_1_cts | 4000 | 275
3_5_place_dp | 3870 | 459
3_3_place_gp | 3870 | 458
2_1_floorplan | 3490 | 443
## how the worst max path moves through the flow
stage | to | cells past startpoint
finish | finished | 1
global route | finished | 1
CTS | finished | 1
## logic make-up (layout without fill, tap and decap cells)
family | after synthesis | after routing | share of synthesized area
compound gates | 25 | 25 | 0.0521
xor+xnor | 29 | 29 | 0.0750
fa+ha+maj | 20 | 20 | 0.0718
buf+inv | 24 | 53 | 0.0266
flops | 69 | 69 | 0.496
mux | 37 | 37 | 0.113
simple gates | 112 | 112 | 0.165
Power and IR drop assume default switching activity.
