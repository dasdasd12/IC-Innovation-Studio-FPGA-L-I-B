<file path="design/flow/design.v">
`timescale 1ns / 1ps
module IIC_ctrl
#(
    parameter DEVICE_ADDR = 7'b1111_000 ,        
    parameter SYS_CLK_FREQ = 26'd50_000_000 ,    
    parameter SCL_FREQ = 18'd250_000             
)
(
    input wire sys_clk ,             
    input wire sys_rst_n ,          
    input wire wr_en ,              
    input wire rd_en ,              
    input wire i2c_start ,          
    input wire addr_num ,            
    input wire [15:0] byte_addr ,    
    input wire [7:0] wr_data ,       
    output reg i2c_clk ,             
    output reg i2c_end ,            
    output reg [7:0] rd_data ,      
    output reg i2c_scl ,            
    inout i2c_sda              
);
    localparam CNT_CLK_MAX = (SYS_CLK_FREQ/SCL_FREQ) >> 2'd3 ;
    localparam CNT_START_MAX = 8'd100; 
    localparam  IDLE = 5'd00, 
                START_1 = 5'd01, 
                SEND_D_ADDR = 5'd02, 
                ACK_1 = 5'd03, 
                SEND_B_ADDR_H = 5'd04, 
                ACK_2 = 5'd05, 
                SEND_B_ADDR_L = 5'd06, 
                ACK_3 = 5'd07, 
                WR_DATA = 5'd08, 
                ACK_4 = 5'd09, 
                START_2 = 5'd10, 
                SEND_RD_ADDR = 5'd11, 
                ACK_5 = 5'd12,
                RD_DATA = 5'd13, 
                N_ACK = 5'd14, 
                STOP = 5'd15,
                PAULSE =  5'd16;
    wire sda_in ; 
    wire sda_en ; 
    reg [7:0] cnt_clk ;      
    reg [4:0] state ; 
    reg cnt_i2c_clk_en ;     
    reg [1:0] cnt_i2c_clk ;  
    reg [2:0] cnt_bit ;      
    reg ack ; 
    reg i2c_sda_reg ; 
    reg [7:0] rd_data_reg ; 
    always@(posedge sys_clk or negedge sys_rst_n)
        if(sys_rst_n == 1'b0)
            cnt_clk <= 8'd0;
        else if(cnt_clk == CNT_CLK_MAX - 1'b1)  
            cnt_clk <= 8'd0;    
        else
            cnt_clk <= cnt_clk + 1'b1;
    always@(posedge sys_clk or negedge sys_rst_n)
        if(sys_rst_n == 1'b0)
            i2c_clk <= 1'b1;
        else if(cnt_clk == CNT_CLK_MAX - 1'b1)
            i2c_clk <= ~i2c_clk;    
    always@(posedge i2c_clk or negedge sys_rst_n)
        if(sys_rst_n == 1'b0)
            cnt_i2c_clk_en <= 1'b0;
        else if((state == STOP) && (cnt_bit == 3'd3) &&(cnt_i2c_clk == 3))
            cnt_i2c_clk_en <= 1'b0;
        else if(i2c_start == 1'b1)  
            cnt_i2c_clk_en <= 1'b1; 
    always@(posedge i2c_clk or negedge sys_rst_n)
        if(sys_rst_n == 1'b0)
            cnt_i2c_clk <= 2'd0;
        else if(cnt_i2c_clk_en == 1'b1) 
            cnt_i2c_clk <= cnt_i2c_clk + 1'b1;  
    always@(posedge i2c_clk or negedge sys_rst_n)
        if(sys_rst_n == 1'b0)
            cnt_bit <= 3'd0;
        else if((state == IDLE) || (state == START_1) || (state == START_2)
            || (state == ACK_1) || (state == ACK_2) || (state == ACK_3)
            || (state == ACK_4) || (state == ACK_5) || (state == N_ACK))
            cnt_bit <= 3'd0; 
        else if((cnt_bit == 3'd7) && (cnt_i2c_clk == 2'd3)) 
            cnt_bit <= 3'd0;
        else if((cnt_i2c_clk == 2'd3) && (state != IDLE))
            cnt_bit <= cnt_bit + 1'b1; 
    always@(posedge i2c_clk or negedge sys_rst_n)
        if(sys_rst_n == 1'b0)
            state <= IDLE; 
        else 
            case(state)
                IDLE:
                    if(i2c_start == 1'b1)   
                        state <= START_1;
                    else
                        state <= state;
                START_1:
                    if(cnt_i2c_clk == 3)
                        state <= SEND_D_ADDR;
                    else
                        state <= state;
                SEND_D_ADDR:
                    if((cnt_bit == 3'd7) &&(cnt_i2c_clk == 3))
                        state <= ACK_1;
                    else
                        state <= state;
                ACK_1:
                    if((cnt_i2c_clk == 3) && (ack == 1'b0))
                        begin
                            if(addr_num == 1'b1)
                                state <= SEND_B_ADDR_H;
                            else
                                state <= SEND_B_ADDR_L;
                        end
                    else
                        state <= state;
                SEND_B_ADDR_H: 
                    if((cnt_bit == 3'd7) &&(cnt_i2c_clk == 3))
                        state <= ACK_2;
                    else
                        state <= state;
                ACK_2:
                    if((cnt_i2c_clk == 3) && (ack == 1'b0))
                        state <= SEND_B_ADDR_L; 
                    else
                        state <= state;
                SEND_B_ADDR_L:
                    if((cnt_bit == 3'd7) && (cnt_i2c_clk == 3))
                        state <= ACK_3;
                    else
                        state <= state;
                ACK_3:
                    if((cnt_i2c_clk == 3) && (ack == 1'b0))
                        begin
                            if(wr_en == 1'b1)
                                state <= WR_DATA;
                            else if(rd_en == 1'b1)
                                state <= PAULSE;
                            else
                                state <= state;
                            end
                    else
                        state <= state;
                WR_DATA:
                    if((cnt_bit == 3'd7) &&(cnt_i2c_clk == 3))
                        state <= ACK_4;
                    else
                        state <= state;
                ACK_4:
                    if((cnt_i2c_clk == 3) && (ack == 1'b0))
                        state <= STOP;
                    else
                        state <= state;
                PAULSE:
                    if (cnt_i2c_clk == 3) begin
                        state <= START_2;
                    end
                    else
                        state <= state;
                START_2:
                    if(cnt_i2c_clk == 3)
                        state <= SEND_RD_ADDR;
                    else
                        state <= state;
                SEND_RD_ADDR:
                    if((cnt_bit == 3'd7) &&(cnt_i2c_clk == 3))
                        state <= ACK_5;
                    else
                        state <= state;
                ACK_5:
                    if((cnt_i2c_clk == 3) && (ack == 1'b0))
                        state <= RD_DATA;
                    else
                        state <= state;
                RD_DATA:
                    if((cnt_bit == 3'd7) &&(cnt_i2c_clk == 3))
                        state <= N_ACK;
                    else
                        state <= state;
                N_ACK:
                    if(cnt_i2c_clk == 3)
                        state <= STOP;
                    else
                        state <= state;
                STOP:
                    if((cnt_bit == 3'd3) &&(cnt_i2c_clk == 3))
                        state <= IDLE;
                    else
                        state <= state;
                default: state <= IDLE;
            endcase
    always@(*) case (state)
        IDLE,START_1,SEND_D_ADDR,SEND_B_ADDR_H,SEND_B_ADDR_L,
        WR_DATA,START_2,SEND_RD_ADDR,RD_DATA,N_ACK:
            ack <= 1'b1;
        ACK_1,ACK_2,ACK_3,ACK_4,ACK_5:
            if(cnt_i2c_clk == 2'd0)
                ack <= sda_in;
            else
                ack <= 1'b0;
        default: ack <= 1'b1;
    endcase
    always@(*) case (state)
        IDLE:
            i2c_scl <= 1'b1;
        START_1:
            if(cnt_i2c_clk == 2'd3)
                i2c_scl <= 1'b0;
            else
                i2c_scl <= 1'b1;
        SEND_D_ADDR,ACK_1,SEND_B_ADDR_H,ACK_2,SEND_B_ADDR_L,
        ACK_3,WR_DATA,ACK_4,START_2,SEND_RD_ADDR,ACK_5,RD_DATA,N_ACK:
            if((cnt_i2c_clk == 2'd1) || (cnt_i2c_clk == 2'd2))
                i2c_scl <= 1'b1;
            else
                i2c_scl <= 1'b0;
        STOP:
            if((cnt_bit == 3'd0) &&(cnt_i2c_clk == 2'd0))
                i2c_scl <= 1'b0;
            else
                i2c_scl <= 1'b1;
        default: i2c_scl <= 1'b1;
    endcase
    always@(*) case (state)
        IDLE:
            begin
                i2c_sda_reg <= 1'b1;
                rd_data_reg <= 8'd0;
            end
        START_1:
            if(cnt_i2c_clk <= 2'd0)
                i2c_sda_reg <= 1'b1;
            else
                i2c_sda_reg <= 1'b0;
        SEND_D_ADDR:
            if(cnt_bit <= 3'd6)
                i2c_sda_reg <= DEVICE_ADDR[6 - cnt_bit];
            else
                i2c_sda_reg <= 1'b0;
        ACK_1:
            i2c_sda_reg <= 1'b1;
        SEND_B_ADDR_H:
            i2c_sda_reg <= byte_addr[15 - cnt_bit];
        ACK_2:
            i2c_sda_reg <= 1'b1;
        SEND_B_ADDR_L:
            i2c_sda_reg <= byte_addr[7 - cnt_bit];
        ACK_3:
            i2c_sda_reg <= 1'b1;
        WR_DATA:
            i2c_sda_reg <= wr_data[7 - cnt_bit];
        ACK_4:
            i2c_sda_reg <= 1'b1;
        START_2:
            if(cnt_i2c_clk <= 2'd1)
                i2c_sda_reg <= 1'b1;
            else
                i2c_sda_reg <= 1'b0;
        SEND_RD_ADDR:
            if(cnt_bit <= 3'd6)
                i2c_sda_reg <= DEVICE_ADDR[6 - cnt_bit];
            else
                i2c_sda_reg <= 1'b1;
        ACK_5:
            i2c_sda_reg <= 1'b1;
        RD_DATA:
            if(cnt_i2c_clk == 2'd2)
                rd_data_reg[7 - cnt_bit] <= sda_in;
            else
                rd_data_reg <= rd_data_reg;
        N_ACK:
            i2c_sda_reg <= 1'b1;
        STOP,PAULSE:
            if((cnt_bit == 3'd0) && (cnt_i2c_clk < 2'd3))
                i2c_sda_reg <= 1'b0;
            else
                i2c_sda_reg <= 1'b1;
        default:
            begin
            i2c_sda_reg <= 1'b1;
            rd_data_reg <= rd_data_reg;
            end
    endcase
    always@(posedge i2c_clk or negedge sys_rst_n)
        if(sys_rst_n == 1'b0)
            rd_data <= 8'd0;
        else if((state == RD_DATA)&&(cnt_bit == 3'd7)&&(cnt_i2c_clk == 2'd3))
            rd_data <= rd_data_reg;
    always@(posedge i2c_clk or negedge sys_rst_n)
        if(sys_rst_n == 1'b0)
            i2c_end <= 1'b0;
        else if((state == STOP) && (cnt_bit == 3'd3) &&(cnt_i2c_clk == 3))
            i2c_end <= 1'b1;
        else
            i2c_end <= 1'b0;
    assign sda_in = i2c_sda;
    assign sda_en = ((state == RD_DATA)||(state == ACK_1)||(state == ACK_2)
    || (state == ACK_3)||(state == ACK_4)||(state == ACK_5))
    ? 1'b0 : 1'b1;
    assign i2c_sda = (sda_en == 1'b1) ? i2c_sda_reg : 1'bz;
endmodule
</file>
<file path="design/flow/run.sh">
#!/bin/bash
# OpenROAD 26Q1-2900-gdf79404cd8, Yosys 0.63+post, stock flow scripts
make -C /OpenROAD-flow-scripts/flow DESIGN_CONFIG=/design/flow/config.mk WORK_HOME=/design/flow/orfs finish
</file>
<file path="design/flow/config.mk">
export PLATFORM = sky130hd
export DESIGN_NAME = IIC_ctrl
export DESIGN_NICKNAME = IIC_ctrl
export VERILOG_FILES = /design/flow/design.v
export SDC_FILE = /design/flow/constraint.sdc
export NUM_CORES = 4
export LEC_CHECK = 1
export CORE_UTILIZATION = 30
</file>
<file path="design/flow/constraint.sdc">
current_design IIC_ctrl

set clk_period 1.5
set clk_io_pct 0.2

create_clock -name clk0 -period $clk_period [get_ports {sys_clk}]

set non_clock_inputs [all_inputs -no_clocks]
set_input_delay [expr $clk_period * $clk_io_pct] -clock clk0 $non_clock_inputs
set_output_delay [expr $clk_period * $clk_io_pct] -clock clk0 [all_outputs]
</file>
==> impl_metrics.toml <==
# flow metrics
[run_status]
error_line = "[error] [KeplerFormal.cpp:679] Workflow failed: Iso has multiple drivers: .i2c_sda0, i2c_sda$_DLATCH_P_.Q0"
lastStage = "4_1_cts"
status = "stopped before the end"

[clocking]
ctsResizeCount = 2
cts_setup_buffers = 1
cts_buffers = 3
ctsRootBufferMaster = "clkbuf_8"
cts.hold.buffers_added = 0
cts_buffer_depth = 2
htreeDepth = 1

[placed_design]
place_congestion = 0.889
post-dp-hpwl_um = 3730
place_area_um2 = 2810
numPortBuffers = 40

[floorplan]
dieWidth_um = 89.1
die_y_um = 89.1
fp-row-count = 31
floorplan.core_util_pct = 31.2
top_level_ports = 42

[synthesis]
ys_cells = 243
top_area_cell = "dfrtp_1"
async_flop_share_pct = 76.3
synthTopCellsByArea = "dfrtp_1 31%, ha_1 6.6%, dlxtn_1 5.3%"
top_cell_area_share_pct = 30.8
edf_count = 0
netlist_area_um2 = 2270
synth-main-ff-cell = "dfrtp_1"
syn_inst = 243
synth_chip_area_um2 = 2270
syn_area_per_cell_um2 = 9.36
yosysWarnings = 2
ys_types = 59
synth_flops = 38

[timing]
unclocked_regs = 29
untimed_endpoints = 40
synthesized netlist by cell type (4+ instances only):
library cell,instances
a21oi_1,19
a31oi_1,6
clkbuf_1,12
dfrtp_1,28
dlxtn_1,8
ha_1,12
inv_1,10
mux2_1,10
nand2_1,19
nand3_1,5
nor2_1,18
nor2b_1,5
nor3_1,5
o211ai_1,4
o21ai_0,5
o31ai_1,4
xnor2_1,4
xor2_1,6
cell families after synthesis:
kind of cell | share of synthesized area (%)
AOI/OAI and AO/OA | 18.9
xor gates and xnor gates | 3.85
adders and majority gates | 6.60
buffers and inverters | 4.40
DFF | 32.0
latches | 5.94
muxes | 11.1
and+or+nand+nor | 17.3
metrics by stage:
stage | TNS (ps) | setup slack [ps] | hold slack (ps) | instances | total power [mW]
2_1_floorplan | 0 | 21.7 | 4.41 | 243 | 0.263
3_3_place_gp | -38.0 | -38.0 | 454 | 375 | 0.361
3_5_place_dp | -348 | -96.0 | 453 | 375 | 0.362
Power and IR drop assume default switching activity.
